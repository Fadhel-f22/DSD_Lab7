==> ./design.v <==
`timescale 1ns / 1ps
module Digital_lockB(
input logic [3:0]password,
input logic open,
input logic clk,
input logic reset_n,
output logic filed_state,
output logic unlocked_state
    );
typedef enum logic [2:0] {
S1,
S2,
S3
} state_t;   
state_t current_state, next_state;
logic [1:0] number_of_detection;
logic [3:0] number_of_sec;
always @ ( posedge clk, negedge reset_n) 
begin
    if (!reset_n)
        current_state <= S1;
    else
        current_state <= next_state;
end   
always @(posedge clk or negedge reset_n)
begin
    if (!reset_n)  begin
        number_of_detection <= 2'b00;
        number_of_sec <= 4'b0000;
        end
    else if(filed_state)
        number_of_sec <= number_of_sec + 1;
    else if (password != 4'b0101 | open) begin
        number_of_detection <= number_of_detection + 1;
        number_of_sec <= 0;
        end
end  
always @ (current_state, password, open,number_of_sec )
begin
    case (current_state)
        S1: next_state = ((password == 4'b0101) & open) ? S2 :
       (number_of_detection == 2'b11) ? S3 : S1;
        S2: next_state = (~open) ? S1 : S2;
        S3: next_state = (number_of_sec >= 9)? S1 :S3; 
        default: next_state = S1;
    endcase
end
always_comb 
begin
    filed_state = (current_state == S3)  ? 1'b1: 1'b0; ;
    unlocked_state = (current_state == S2) ? 1'b1: 1'b0; 
end     
endmodule
==> ./run.sh <==
#!/bin/bash
# OpenROAD 26Q1-2900-gdf79404cd8, Yosys 0.63+post, stock flow scripts
make -C /OpenROAD-flow-scripts/flow DESIGN_CONFIG=/design/flow/config.mk WORK_HOME=/design/flow/orfs finish
==> ./config.mk <==
export PLATFORM = sky130hd
export DESIGN_NAME = Digital_lockB
export DESIGN_NICKNAME = Digital_lockB
export VERILOG_FILES = /design/flow/design.v
export SDC_FILE = /design/flow/constraint.sdc
export NUM_CORES = 4
export LEC_CHECK = 1
export CORE_AREA = 10 10 70 70
export DIE_AREA = 0 0 80 80
==> ./constraint.sdc <==
current_design Digital_lockB

set clk_period 1.5
set clk_io_pct 0.2

create_clock -name clk0 -period $clk_period [get_ports {clk}]

set non_clock_inputs [all_inputs -no_clocks]
set_input_delay [expr $clk_period * $clk_io_pct] -clock clk0 $non_clock_inputs
set_output_delay [expr $clk_period * $clk_io_pct] -clock clk0 [all_outputs]
==> notes.md <==
flow finished, numbers: dpl ws -109 ps, final setup violation count 0, share of cells above drive strength 1 a little over a fifth, cells after synthesis 44, total wire length 970 um, core area 0.00342 mm^2, Peak VDD IR 0.000911 V, Clock Skew 7.81 ps, hold buffers post-CTS 0, number of max-cap violations 0, GP Congestion 0.838, 1st-iter DRT viols 10, Final Hold Fails 0, Die Wd 80 um, Synth Area per Inst approximately 11 um^2, Startpoint Class flop, met1 global-route usage 4.76%, Post-Syn Area 477 um^2, Die H 80 um, M2 GR Usage about 4.7%, leak pwr 0.316 nW, worst-margin pin slew 410 ps, num rows 21, crit path from current_state[2], outcome finished, final reports clean, Area Growth Syn to Fin 42.3%, Via density between 3 and 4, clk latency late pin about 260 ps, Yosys Warn Count 1, OpenROAD warning count 27, Clk pwr share around 18%, CP Max Fanout 3, port bufs 8, Hold Crit Class in -> async, number of diodes 0, CP max-delay cell clkdlybuf4s50_1, Flop pwr share between 40% and 50%, Num CTS Buffers 3, RSZ-0062 raised after global routing no, Post-synth regs 9, via count 377, worst reg-to-reg path cell count 3, cell with the most instances after synthesis dfrtp_1, clock tree root buffer cell clkbuf_4, first-pass GRT wire length ~1.8 mm, M3 GR Usage 1.82%, CP delay by family, top buffers and inverters, Top cells by area dfrtp_1 (42%), ha_1 (10%), dfstp_2 (5.5%), NetSw 348 uW, detailed placement HPWL 799 um, WL/cell 9.07 um, combinational power share between 40% and 50%, Synth Flop Type dfrtp_1, Worst Path Buf+Inv 1, Worst Setup End Kind output pin, I/O pins 9, vias in the first global route about 390, worst setup path category reg -> out, aggregate global-route resource usage around 3.4%, Final TNS setup 0 ps, cell type with the largest total area dfrtp_1, Area leader share 42.0%, Power Density between 1500 and 2000 mW/mm^2, Worst-path clk slew 60 ps, crit path cell chain clkdlybuf4s50_1, fmax 716 MHz, total setup buffers inserted after CTS 0, Synth async-reset ratio 100%, DR DRC count 0, Worst Path Required 1200 ps, CTS tree done, gr ovfl total 0, Int Power ~690 uW, largest net degree at the start of global routing 10, Synth Seq Share a little under half, critical path depth 1, antenna violations before repair 0, Min Hold Slack 336 ps, Slew headroom between 70% and 80%, GR peak layer met1, flip-flops with a built-in enable 0, Reg-to-Reg Start number_of_sec[0], largest buffer count on any clock path 2, Power Total slightly above 1 mW, fp util 14.0%, Worst EP arrival 1100 ps, final worst path period share 93.1%, htree depth 1, setup ws final 103 ps, post_cts resized 0, total die area ~0.0064 mm^2, Switching Fraction 33.5%, # Cells Yosys 44, Max Slew Vio Count 0, worst stage delay on the critical path 480 ps, clk sinks 9, top cells by count dfrtp_1 (8), inv_1 (5), ha_1 (4), nand2_1 (4), nand3_1 (3), yosys stat area 477 um^2, Final ANT Viol Nets 0, minimum clock period 1400 ps, distinct lib cells 24, drt pass-1 iters 2
layout make-up:
| type | count | area (um^2) |
|---|---|---|
| clock buffer | 4 | 26.3 |
| inverter | 6 | 22.5 |
| timing repair buffer | 13 | 118 |
| tap | 46 | 57.6 |
| sequential | 9 | 226 |
| multi-input combinational | 29 | 228 |
| fill | 389 | 2740 |
cell families after synthesis:
kind of cell	after synthesis	synth area share, %
simple gates	12	14.2
mux	2	5.25
xor+xnor	1	1.84
compound gates	10	16.0
fa+ha+maj	4	10.5
buf+inv	6	4.72
flops	9	47.5
per-layer routing:
layer  routed length [um]  vias up
met1                  483      177
met4                    0        0
met5                    0        -
met2                  407        7
met3                   79        0
li1                     -      193
path summary, 6_finish.rpt:
path | to | slack, ps
max | unlocked_state | 100
min | current_state[1] | 340
max reg2reg | current_state[1] | 240
min reg2reg | number_of_detection[0] | 480
max in group asynchronous | current_state[0] | 840
min in group clk0 | number_of_detection[0] | 480
sequential cells by signal, summed over array words and instances (netlist names):
signal / cells
current_state: 3
number_of_detection: 2
number_of_sec: 4
stage by stage:
stage | instance area [um^2] | utilization [%] | instances
floorplan | 477 | - | 44
global placement | 652 | 19.1 | 103
detailed placement | 652 | 19.1 | 103
CTS | 678 | 19.9 | 107
global route | 678 | 19.9 | 107
finish | 678 | 19.9 | 107
power by group through the flow:
stage                 Clock (mW)  Combinational [mW]  Sequential (mW)
after CTS                  0.191               0.428            0.437
after global routing       0.212               0.479            0.455
final                      0.183               0.418            0.436
placed cells by master (no fill, tap or decap), drive strengths merged:
master	netlist	layout
mux2	1	1
a211o	1	1
nor3	1	1
and4bb	1	1
nand2	4	4
clkbuf	0	4
inv	6	6
dfstp	1	1
and3	2	2
a32o	1	1
o2bb2ai	1	1
xor2	1	1
dfrtp	8	8
a21o	1	1
nor2	1	1
nand3	3	3
ha	4	4
buf	0	5
o31ai	1	1
o21ai	1	1
mux2i	1	1
a21oi	2	2
a22o	1	1
clkdlybuf4s50	0	8
o22ai	1	1
Power is estimated from default activity; no workload was simulated.
